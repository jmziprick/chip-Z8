File: /design/flow/config.mk
export PLATFORM = sky130hd
export DESIGN_NAME = Register
export DESIGN_NICKNAME = Register
export VERILOG_FILES = /design/flow/design.v
export SDC_FILE = /design/flow/constraint.sdc
export NUM_CORES = 4
export LEC_CHECK = 1
export CORE_AREA = 10 10 70 70
export DIE_AREA = 0 0 80 80
File: /design/flow/constraint.sdc
current_design Register

set clk_period 1.0
set clk_io_pct 0.2

create_clock -name clk0 -period $clk_period [get_ports {clk}]

set non_clock_inputs [all_inputs -no_clocks]
set_input_delay [expr $clk_period * $clk_io_pct] -clock clk0 $non_clock_inputs
set_output_delay [expr $clk_period * $clk_io_pct] -clock clk0 [all_outputs]
File: /design/flow/design.v
`timescale 1ns / 1ps
module Register(input wire clk, input wire rst, input wire [7:0]dataIn, output reg [7:0]dataOut, input wire en);
	reg [7:0]data;
	always @(posedge clk, posedge rst)
	begin
		if(rst)
		begin
			data <= 0;
		end
		else
		begin
			if(en)
				data <= dataIn;
			dataOut <= data;
		end
	end
endmodule
File: /design/flow/run.sh
#!/bin/bash
# OpenROAD 26Q1-2900-gdf79404cd8, Yosys 0.63+post, stock flow scripts
make -C /OpenROAD-flow-scripts/flow DESIGN_CONFIG=/design/flow/config.mk WORK_HOME=/design/flow/orfs finish
==> impl_results.rst <==
Physical design figures
=======================

.. list-table::
   :header-rows: 1

   * - Metric
     - Value
   * - Yosys stat cell total
     - 26
   * - Min Hold Slack
     - 0.2220 ns
   * - Maximum fanout along the worst path
     - 8
   * - Pwr Density
     - 1486 nW/um^2
   * - Relative contribution of combinational cells to total power
     - 0.127
   * - WP data required
     - 1.16 ns
   * - Post-detailed-route wirelength per cell
     - 10.28 um
   * - YS chip area
     - 575.6 um^2
   * - Final core utilization
     - 0.2458
   * - Arrival time of data at the critical path endpoint
     - 1.14 ns
   * - Main area contributors
     - edfxtp_1 (42%), dfrtp_1 (35%), mux2_4 (21%)
   * - Area share of the leading cell type in the synthesized netlist
     - 0.4174
   * - DR iter-0 viols
     - 10
   * - Die span in y
     - 80 um
   * - Final Cycle Share
     - 0.9835
   * - H-Tree Depth
     - 1
   * - Design Area, Final
     - 839.6 um^2
   * - Worst hold path type
     - in2async
   * - Area delta synth->final
     - 45.87%
   * - Clock Power Share
     - 0.247
   * - Clock buffers created by TritonCTS
     - 3
   * - Largest stage delay on the critical path
     - 0.50 ns
   * - Portion of total power attributed to sequential cells
     - 0.626
   * - Clock slew at the register clock pins of the worst setup and hold paths
     - 0.08 ns
   * - Class of the most critical setup path
     - in2reg
   * - Period minus WS final
     - 0.9835 ns
   * - Instance area after placement
     - 857.1 um^2
   * - Inst Count DP
     - 93
   * - Core Footprint
     - 3416 um^2
   * - Initial antenna violation count
     - 0
   * - Number of storage elements in the synthesis netlist
     - 16
   * - Number of endpoints failing setup at the final stage
     - 0
   * - Clock sink count
     - 16
   * - Slew @ Worst Pin
     - 0.1070 ns
   * - Static leakage
     - 0.3560 nW
   * - Switching power
     - 0.2325 mW
   * - Max Cap Violations
     - 0
   * - Peak VDD IR
     - 0.6486 mV
   * - Count of port buffers added during placement
     - 18
   * - Upper clock frequency limit
     - 1017 MHz
   * - Total Wirelength
     - 987 um
   * - Yosys warns
     - 1
   * - Routing usage on met2
     - 0.04655
   * - Length of the first detailed-routing pass in iterations
     - 2
   * - Final slew viol count
     - 0
   * - Number of hold buffers added after CTS
     - 0
   * - Post-Syn Instances
     - 26
   * - Post-synthesis cell type with the largest combined area
     - edfxtp_1
   * - Via count of the first global-routing pass
     - 275
   * - Switching portion of total power
     - 0.1864
   * - Routed via count divided by cell count
     - 3.000
   * - Diode count
     - 0
   * - Total Power
     - 1.248 mW
   * - Routed Antenna Nets
     - 0
   * - Post-CTS setup buffers
     - 0
   * - DRC viols
     - 0
   * - Share of final-layout standard cells stronger than drive strength 1
     - 0.4600
   * - Most Used Layer, Global Route
     - met2
   * - Maximum number of pins on one net before global-route repair
     - 13
   * - Final Wtd Congestion
     - 0.6737
   * - Unrepaired setup endpoints after global routing
     - yes
   * - Post-Syn Area
     - 575.6 um^2
   * - Run status
     - completed
   * - Worst skew pair latency
     - 0.27 ns
   * - Average cell area after synthesis
     - 22.14 um^2
   * - Share of the yosys chip area belonging to registers
     - 0.7652
   * - Critical path launch point type
     - primary input
   * - Unique masters post-synth
     - 5
   * - Chip area
     - 6400 um^2
   * - Clock tree from TritonCTS
     - built
   * - Max Buffers Root-to-Sink
     - 2
   * - Post-DP HPWL
     - 814.5 um
   * - Chain of cells forming the critical path
     - clkdlybuf4s50_1, buf_12, mux2_4
   * - Vias
     - 288
   * - Pre-placement core utilization
     - 0.1685
   * - Met3 Resource Use GR
     - 0.02500
   * - Horizontal die dimension
     - 80 um
   * - Filler cell count in the final layout
     - 361
   * - Internal Dissipation
     - 1.015 mW
   * - Finished Layout Cells
     - 96
   * - Met1 track utilization from global routing
     - 0.03368
   * - Number of placed I/O pins
     - 19
   * - Number of endpoints with negative hold slack in the final report
     - 0
   * - Global-route wire length before repair
     - 1414 um
   * - Std cell rows
     - 21
   * - Kind of end point of the critical path
     - flip-flop
   * - Clock Skews
     - 0.0001300 ns
   * - Slowest stage cell on the critical path
     - clkdlybuf4s50_1
   * - Remaining global-route overflow
     - 0
   * - Cell at the root of the clock tree
     - clkbuf_4
   * - Number of warnings the tools reported
     - 26
   * - Worst slew slack as a fraction of its limit
     - 0.9284
   * - GRT Util Overall
     - 0.03043
==> synth_stat cells <==
master    n
inv_1     1
edfxtp_1  8
buf_6     1
dfrtp_1   8
mux2_4    8
==> what timing repair did <==
| item | CTS | global route |
|---|---|---|
| cloned | 0 | 0 |
| setup endpoints to repair | 8 | 2 |
| resized | 24 | 0 |
==> routing by layer <==
layer,routed length [um],share of wire
met5,0,0
met4,0,0
met3,112,0.11
met2,498,0.50
met1,376,0.38
==> critical path, delay by kind of cell <==
kind / cells / cell delay, ns
buf+inv: 2 / 0.64
mux: 1 / 0.29
==> per-stage QoR <==
stage	TNS (ns)	setup slack, ns
floorplan	0	0.1024
global placement	-3.115	-0.2649
detailed placement	-3.191	-0.2738
CTS	0	0.02251
global route	-0.03045	-0.02019
finish	0	0.01650
==> path summary, 6_finish.rpt <==
| check | slack (ns) | to | start | cells after the start |
|---|---|---|---|---|
| min in group clk0 | 0.46 | dataOut[3]$_DFFE_PN_ | data[3]$_DFFE_PP0P_ | 0 |
| setup / recovery | 0.02 | data[2]$_DFFE_PP0P_ | en | 3 |
| setup reg to reg | 0.24 | data[2]$_DFFE_PP0P_ | data[2]$_DFFE_PP0P_ | 1 |
| hold reg to reg | 0.46 | dataOut[3]$_DFFE_PN_ | data[3]$_DFFE_PP0P_ | 0 |
| max in group asynchronous | 0.55 | data[5]$_DFFE_PP0P_ | rst | 4 |
| hold / removal | 0.22 | data[2]$_DFFE_PP0P_ | rst | 3 |
==> state kept, by name, indices dropped and copies added, names as in the netlist <==
name     flops
data         8
dataOut      8
==> cells in the final DEF, fill, tap and decap left out <==
| cell | synthesis | routed |
|---|---|---|
| clkdlybuf4s50_1 | 0 | 10 |
| mux2_4 | 8 | 8 |
| edfxtp_1 | 8 | 8 |
| dfrtp_1 | 8 | 8 |
| buf_2 | 0 | 8 |
| clkbuf_4 | 0 | 3 |
| buf_4 | 0 | 2 |
| buf_12 | 0 | 2 |
| inv_1 | 1 | 1 |
==> cell type report <==
| cell class | instances | area [um^2] | area share |
|---|---|---|---|
| inverters | 1 | 3.754 | 0.004471 |
| flip-flops and latches | 16 | 440.4 | 0.5246 |
| repair buffers | 22 | 195.2 | 0.2325 |
| clock buffers | 3 | 22.52 | 0.02683 |
| well taps | 46 | 57.56 | 0.06855 |
| multi-input cells | 8 | 120.1 | 0.1431 |
==> logic make-up (layout without fill, tap and decap cells) <==
family / after synthesis / count (layout) / share of synthesized area
flip-flops: 16 / 16 / 0.7652
multiplexers: 8 / 8 / 0.2087
buffers and inverters: 2 / 26 / 0.02608
==> power groups by stage <==
stage,sequential (mW),combinational [mW],clock (mW)
6_report,0.780,0.159,0.309
4_1_cts,0.781,0.163,0.322
5_1_grt,0.787,0.172,0.348
No activity file was given, so power comes from the tool's default toggle rates.
