`/design/flow/config.mk`:
```
export PLATFORM = sky130hd
export DESIGN_NAME = Alu
export DESIGN_NICKNAME = Alu
export VERILOG_FILES = /design/flow/design.v
export SDC_FILE = /design/flow/constraint.sdc
export NUM_CORES = 4
export LEC_CHECK = 1
export CORE_AREA = 10 10 110 110
export DIE_AREA = 0 0 120 120
```
`/design/flow/constraint.sdc`:
```
current_design Alu

set clk_period 9.0
set clk_io_pct 0.2

create_clock -name clk0 -period $clk_period

set non_clock_inputs [all_inputs -no_clocks]
set_input_delay [expr $clk_period * $clk_io_pct] -clock clk0 $non_clock_inputs
set_output_delay [expr $clk_period * $clk_io_pct] -clock clk0 [all_outputs]
```
`/design/flow/design.v`:
```
`timescale 1ns / 1ps
module Alu(input wire [3:0]opcode, 
input wire [7:0]regA, 
input wire [7:0]regB, 
output reg [7:0]accumulator, 
output reg greaterFlag, 
output reg zeroFlag, 
output reg eqFlag,
output reg overflowFlag,
output reg divZero);
	reg [8:0]overflow;
	always @*
	begin
		greaterFlag = 0;
		zeroFlag = 0;
        eqFlag = 0;
		overflowFlag = 0;
		accumulator = 0;
		divZero = 0;
		overflow = 0;
		case(opcode)
			4'b0000:  
			begin
				accumulator = regA | regB;
				if(accumulator == 0)
					zeroFlag = 1;
			end
			4'b0001:  
			begin
				accumulator = regA & regB;
				if(accumulator == 0)
					zeroFlag = 1;
			end
			4'b0010:  
			begin
				accumulator = {regA[6:0], 1'b0};
			end
			4'b0011:  
			begin
				accumulator = {1'b0, regA[7:1]};
			end
			4'b0100:  
			begin
				accumulator = regA;
				if(regA > regB)
					greaterFlag = 1;
            	else if(regA == regB)
					eqFlag = 1;
				if(regA == 0)
					zeroFlag = 1;
			end
			4'b0101:  
			begin
				accumulator = ~regA;
				if(accumulator == 0)
					zeroFlag = 1;
			end
			4'b0110:  
			begin
				accumulator = ((regA | regB) & (~regA | ~regB));
				if(accumulator == 0)
						zeroFlag = 1;	
			end
			4'b0111:  
			begin
				accumulator = regA + regB;
                overflow = regA + regB;
                overflowFlag = overflow[8];
			end
			4'b1000:  
			begin
				accumulator = regA - regB;
				if(accumulator == 0)
					zeroFlag = 1;
			end
            4'b1001:  
            begin
                accumulator = regA + 1'b1;
                overflow = regA + 1;
                overflowFlag = overflow[8];
            end
            4'b1010:  
            begin
                accumulator = regA - 1'b1;
				if(regA == 0)
					zeroFlag = 1;
            end
			4'b1011:  
			begin
				accumulator = {regA[6:0], regA[7]};
			end
			4'b1100:  
			begin
				accumulator = {regA[0], regA[7:1]};
			end
			default:
			begin
				zeroFlag = 0;
				overflowFlag = 0;
                eqFlag = 0;
				accumulator = 8'b0;
			end
		endcase
	end
endmodule
```
`/design/flow/run.sh`:
```
#!/bin/bash
# OpenROAD 26Q1-2900-gdf79404cd8, Yosys 0.63+post, stock flow scripts
make -C /OpenROAD-flow-scripts/flow DESIGN_CONFIG=/design/flow/config.mk WORK_HOME=/design/flow/orfs finish
```
==> impl_metrics.py <==
# Physical implementation metrics
metrics = {
    "pwr": {
        "power_density_mw_per_mm2": 58.6,
        "p_switching_w": 0.0000831,
        "internal-power_w": 0.0000665,
        "power.leakage_nw": 1.03,
        "p_comb_share_pct": 100.0,
        "ir_drop_mv": 0.0222,
        "seq_power_share_pct": 0,
        "p_sw_share_pct": 55.5,
        "p_clk_share_pct": 0,
    },
    "setup_path": {
        "cp-end-kind": "output pin",
        "cp.depth": 14,
        "crit_chain": "clkdlybuf4s50_1, buf_4, and4bb_1, nor2_1, nor2_1, inv_1, ha_1, nor2b_1, o2111a_1, nor4_1, o21bai_1, xnor2_1, o221ai_1, clkdlybuf4s50_1",
        "cp.buffers_inverters": 4,
        "critical_path_class": "input port to output pin",
        "crit_path_start_kind": "input port",
        "crit_arrival_ns": 5.40,
        "path_delay_family": "buffers and inverters",
        "cp.required_ns": 7.20,
        "cp_max_fo": 32,
        "max_stage_delay_ns": 0.59,
        "cpMaxStageDelayCell": "and4bb_1",
    },
    "global_routing": {
        "grt_pass1_vias": 2356,
        "grt_pass1_wl_microns": 13000,
        "grt_start_max_net_pins": 33,
        "grtUsageTotal_pct": 11.0,
        "grt_antenna_before_repair": 0,
        "grt-ovfl-total": 0,
    },
    "cts": {
        "ctsResizeCount": 0,
        "postCtsSetupRepairBufs": 0,
        "postCtsHoldBufs": 0,
    },
    "die": {
        "fp_util_pct": 21.7,
        "ios": 33,
        "coreArea_sq_mm": 0.00977,
        "die_h_microns": 120,
        "die_w_microns": 120,
        "chipArea_sq_mm": 0.0144,
        "placementRows": 36,
    },
    "placement": {
        "dpl_worst_slack_ns": 1.86,
        "hpwl_microns": 6410,
        "io_buffers": 32,
        "gp_congestion": 1.04,
    },
    "logic_synthesis": {
        "ys_sh_aoi_pct": 30.3,
        "synthCells": 305,
        "ys_area_sq_mm": 0.00212,
        "ys_sh_mux_pct": 2.01,
        "ys_sh_simple_pct": 26.8,
        "syn_area_per_cell_sq_um": 6.94,
        "top_logic_kind": "AND-OR/OR-AND gates",
        "synth-xor-area-share_pct": 7.45,
        "synth_stat.cells": 305,
        "ys_sh_adder_pct": 24.9,
        "synth.distinct_cells": 60,
        "synth-seq-area-share_pct": 0,
        "yosysWarnings": 1,
        "synth_area_sq_mm": 0.00212,
    },
    "run": {
        "cap_violations": 0,
        "warning_count": 48,
    },
    "timing": {
        "slew_viol_final": 0,
        "rsz0062_at_grt": "no",
        "hold_violations": 0,
        "fin_crit_sh_pct": 80.0,
        "slew_headroom_pct": 58.5,
        "fmax_mhz": 139,
        "period_needed_ns": 7.20,
        "tns_ns": 0,
        "worstMarginPinSlew_ns": 0.620,
        "setup_viol": 0,
        "setup_ws_ns": 1.80,
    },
    "finish": {
        "num-fill-cells": 1072,
        "lay_top_count": "ha_1",
        "syn_to_final_growth_pct": 20.5,
        "seq_cell_count": 0,
        "nClkBuffers": 0,
        "register_area_sq_um": 0,
        "drive_above_1_share_pct": 2.47,
        "comb_area_sq_mm": 0.00194,
        "layout_top_cells": "ha_1 (39), clkdlybuf4s50_1 (32), nor2_1 (31)",
    },
    "routing": {
        "num_antenna_cells": 0,
        "vias": 2419,
        "drt_iter0_drc": 251,
        "drc": 0,
        "ant_nets": 0,
        "wl_per_cell_microns": 17.5,
        "routed_wl_microns": 8010,
        "via_per_inst": 5.29,
        "firstDrtPassIters": 6,
    },
    "status": {
        "outcome": "finished, final reports clean",
    },
    "min_path": {
        "hold_depth": 5,
        "hp-class": "input port to output pin",
    },
}
==> stage by stage <==
stage	power, W	cells	utilization, %	hold slack (ns)	area, sq um
finish	0.000150	457	26.1	4.86	2550
global route	0.000165	457	26.1	4.92	2550
CTS	0.000148	457	26.1	4.89	2550
detailed placement	0.000147	457	26.1	4.87	2550
global placement	0.000148	457	26.1	4.86	2550
floorplan	0.0000907	305	-	3.68	2120
==> power groups by stage <==
stage	logic (W)	registers [W]	clock network, W
finish	0.000150	0	0
global route	0.000165	0	0
CTS	0.000148	0	0
==> Yosys cell counts (3+ instances only) <==
| cell type | n | area, sq um |
|---|---|---|
| nand2_1 | 20 | 75.1 |
| o211ai_1 | 4 | 30.0 |
| ha_1 | 39 | 488 |
| o21ai_1 | 3 | 15.0 |
| a21oi_1 | 10 | 50.1 |
| a221oi_1 | 8 | 70.1 |
| nor3_1 | 8 | 40.0 |
| o22ai_1 | 6 | 37.5 |
| nor2_1 | 31 | 116 |
| o221ai_1 | 4 | 35.0 |
| nor2b_1 | 12 | 75.1 |
| a22oi_1 | 4 | 30.0 |
| buf_2 | 6 | 30.0 |
| clkbuf_1 | 9 | 33.8 |
| inv_1 | 23 | 86.3 |
| nor4_1 | 9 | 56.3 |
| xor2_1 | 7 | 61.3 |
| xnor2_1 | 11 | 96.3 |
| a21o_1 | 3 | 22.5 |
| nand4_1 | 6 | 37.5 |
| nand2b_1 | 8 | 50.1 |
| nand3_1 | 5 | 25.0 |
| o21ai_0 | 14 | 70.1 |
==> logic make-up after synthesis <==
family | after synthesis
buffers and inverters | 42
adders and majority gates | 41
and+or+nand+nor | 111
xor gates and xnor gates | 18
AOI/OAI and AO/OA | 88
other | 1
muxes | 4
==> tightest hold or removal path: stages <==
cell,delay [ns]
clkdlybuf4s50_1,0.40
buf_4,0.24
nand2_1,0.14
a21oi_1,0.06
clkdlybuf4s50_1,0.41
==> routing by layer <==
layer,vias up,global-route usage (%),part of all wire (%),wire length [microns]
met5,-,0,0,0
met4,0,2.94,2.3,183
met3,18,1.81,9.4,753
met2,128,17.5,44,3510
met1,1100,15.0,44,3560
li1,1173,-,-,-
==> final timing paths <==
kind / endpoint / start / slack [ns]
worst max-delay path: accumulator[7] / opcode[0] / 1.80
worst min-delay path: overflowFlag / opcode[0] / 4.86
==> final cells by class <==
class                      instances  share of cell area, %
inverter                          25                   3.68
multi-input combinational        263                   76.1
tap                              133                   6.52
timing repair buffer              36                   13.7
Power and IR drop assume default switching activity.
